$ cat constraint.sdc
current_design Car_Enter_Exit_FSM

set clk_period 1.3
set clk_io_pct 0.2

create_clock -name clk0 -period $clk_period [get_ports {clk}]

set non_clock_inputs [all_inputs -no_clocks]
set_input_delay [expr $clk_period * $clk_io_pct] -clock clk0 $non_clock_inputs
set_output_delay [expr $clk_period * $clk_io_pct] -clock clk0 [all_outputs]
$ cat design.v
`timescale 1ns / 1ps
module Car_Enter_Exit_FSM(
    input clk, reset_n, A, B,
    output car_enter, car_exit
    );
    reg [3:0] state_reg, state_next;
    localparam  s0 = 0, s1 = 1, s2 = 2, 
                s3 = 3, s4 = 4, s5 = 5, 
                s6 = 6, s7 = 7, s8 = 8;
    always @(posedge clk, negedge reset_n)
    begin
        if(~reset_n)
            state_reg <= s0;
        else
            state_reg <= state_next;
    end         
    always @(*)
    begin
        case(state_reg)
            s0: if (A & ~B)         state_next = s1;
                else if (~A & B)    state_next = s5;
                else                state_next = s0;             
            s1: if (A & B)          state_next = s2;     
                else if (A & ~B)    state_next = s1;     
                else                state_next = s0;
            s2: if (~A & B)         state_next = s3;     
                else if (A & B)     state_next = s2;     
                else if (A & ~B)    state_next = s1;     
                else                state_next = s0;    
            s3: if (~A & ~B)        state_next = s4;    
                else if (~A & B)    state_next = s3;
                else if (A & B)     state_next = s2;
                else                state_next = s0;
            s4: state_next = s0;                        
            s5: if (A & B)          state_next = s6;    
                else if (~A & B)    state_next = s5;
                else                state_next = s0; 
            s6: if (A & ~B)         state_next = s7;    
                else if (A & B)     state_next = s6;
                else if (~A & B)    state_next = s5;
                else                state_next = s0; 
            s7: if (~A & ~B)        state_next = s8;
                else if (A & ~B)    state_next = s7;
                else if (A & B)     state_next = s6;
                else                state_next = s0; 
            s8: state_next = s0;
            default: state_next = state_reg;
        endcase
    end 
    assign car_enter = (state_reg == s4);
    assign car_exit = (state_reg == s8);
endmodule
$ cat config.mk
export PLATFORM = sky130hd
export DESIGN_NAME = Car_Enter_Exit_FSM
export DESIGN_NICKNAME = Car_Enter_Exit_FSM
export VERILOG_FILES = /design/flow/design.v
export SDC_FILE = /design/flow/constraint.sdc
export NUM_CORES = 4
export LEC_CHECK = 1
export CORE_AREA = 10 10 70 70
export DIE_AREA = 0 0 80 80
$ cat run.sh
#!/bin/bash
# OpenROAD 26Q1-2900-gdf79404cd8, Yosys 0.63+post, stock flow scripts
make -C /OpenROAD-flow-scripts/flow DESIGN_CONFIG=/design/flow/config.mk WORK_HOME=/design/flow/orfs finish
==> reports/qor.csv <==
stage,metric,value,unit
outcome,status,"complete, no violations",
place,pre_cts_ws,-0.365,ns
worst_setup_path,reg2reg_from,state_reg[1]$_DFF_PN0_,
routing,viasPerCell,3.06,
worst_setup_path,cp_max_fo,2,
cells_and_area,fill_cells,380,
cells_and_area,fin_cells,98,
sta,setup_ws,0.168,ns
synthesis,syn_inst,36,
global_route,antenna_found_initial,0,
power,power.density,1030,nW/um^2
sta,hold_violations,0,
die,die_y,80,um
sta,skew,0.00613,ns
worst_setup_path,critical_path_arrival,1.31,ns
routing,wl_met3,94,um
cells_and_area,syn_to_final_growth,44.1,%
flow_run,maxCapViolations,0,
die,core,3420,um^2
die,fp-row-count,21,
clock_network,clockBufferDepth,2,
sta,min_period_over_period,87.1,%
die,die_x,80,um
cells_and_area,drive_above_1_share,30.8,%
synthesis,syn_area,417,um^2
power,ir_worst_vdd,298,uV
flow_run,openroad.warnings,29,
clock_network,root_buffer,clkbuf_4,
die,ioPinCount,6,
global_route,grtUsageTotal,2.51,%
global_route,grt_pass1_vias,293,
routing,diodes,0,
clock_network,cts.sinks,9,
synthesis,yosys_warnings,1,
routing,first_pass_iters,4,
clock_network,cts_hold_buffers,0,
clock_network,clock_latency,0.26,ns
place,dpl.hpwl,612,um
die,fp_util,12.2,%
routing,remaining_drc_errors,0,
worst_setup_path,worstPathRequired,1.48,ns
clock_network,cts_made_buffers,3,
worst_setup_path,rrSetupSlack,0.17,ns
place,gp_congestion,0.778,
routing,drt_iter0_markers,14,
worst_setup_path,path_class,register to register,
power,power,0.619,mW
sta,rsz0062_at_grt,no,
cells_and_area,largest_reg_flops,9,
routing,num_vias,300,
worst_setup_path,ff2ff_path_depth,4,
clock_network,cts_tree,built,
sta,fmax,0.884,GHz
place,dp.cells,92,
global_route,grt_pass1_wl,1240,um
routing,wl_met1,341,um
sta,finalSetupViolCount,0,
synthesis,ys.flops,9,
worst_setup_path,timing.rr.end,state_reg[0]$_DFF_PN1_,
routing,met2_length,292,um
synthesis,synth_cell_type_count,15,
place,port_buffers,5,
sta,fin_crit,1.13,ns
sta,slew_headroom,74.8,%
routing,routed.top_layer,met4,
cells_and_area,design_area,601,um^2
min_path,hp-class,input port to async pin,
synthesis,seq_area_frac_synth,54.4,%
global_route,grt_overflow,0,
worst_setup_path,endpoint_kind,register,
die,die-area,6400,um^2
place,place_area,562,um^2
sta,tightest_slew,0.377,ns
global_route,grt_max_degree,10,
synthesis,ys_area,417,um^2
clock_network,clk_pin_slew_worst_paths,0.06,ns
routing,drtAntennaViolNets,0,
sta,slew_violations,0,
synthesis,yosysCellCount,36,
synthesis,syn_area_per_cell,11.6,um^2
routing,wl,742,um
power,leakagePower,0.297,nW
worst_setup_path,crit_path_start_kind,register,
clock_network,cts_max_level,1,
worst_setup_path,worstSetupEndpoint,state_reg[0]$_DFF_PN1_,
routing,wire_per_inst,7.57,um
worst_setup_path,crit_start,state_reg[1]$_DFF_PN0_,
[Yosys cell counts]
cell type	instances	area, um^2
a211o_1	1	8.76
a221oi_2	1	15.0
a22oi_1	1	7.51
and2_1	1	6.26
and2_2	1	7.51
dfrtp_1	8	200
dfstp_2	1	26.3
ha_1	5	62.6
inv_1	5	18.8
nor2_1	6	22.5
nor3_1	2	10.0
o211ai_1	1	7.51
o21ai_0	1	5.00
o31a_1	1	8.76
o31a_2	1	10.0
[cell usage in the layout, fill, tap and decap left out]
| cell type | n |
|---|---|
| and2_2 | 1 |
| ha_2 | 1 |
| ha_1 | 4 |
| o21ai_0 | 1 |
| nor3_1 | 2 |
| clkdlybuf4s50_1 | 1 |
| clkbuf_4 | 3 |
| dfrtp_1 | 8 |
| o31a_1 | 1 |
| buf_4 | 7 |
| clkbuf_1 | 1 |
| inv_1 | 4 |
| nor2_1 | 6 |
| and2_1 | 1 |
| o31a_2 | 1 |
| a221oi_2 | 1 |
| inv_2 | 1 |
| dlygate4sd2_1 | 4 |
| a211o_1 | 1 |
| o211ai_1 | 1 |
| a22oi_1 | 1 |
| dfstp_2 | 1 |
[routing by layer]
metal	vias up	track usage, %
met1	137	3.31
met5	-	0
met3	2	2.50
li1	153	-
met4	0	0.528
met2	8	2.73
[what timing repair did]
action	CTS	global route
setup endpoints to repair	3	0
hold endpoints to repair	0	0
buffers inserted	2	0
gates resized	6	0
[through the flow]
step,TNS [ns],hold slack (ns),util (%)
after CTS,0,0.292,17.6
final,0,0.283,17.6
after global routing,0,0.299,17.6
after detailed placement,-0.992,0.521,16.4
after global placement,-0.927,0.506,16.4
after floorplan,0,-0.0356,-
[worst min-delay path by stage]
stage	startpoint	to	slack, ns
6_report	reset_n	state_reg[1]$_DFF_PN0_	0.28
5_1_grt	reset_n	state_reg[2]$_DFF_PN0_	0.30
4_1_cts	reset_n	state_reg[2]$_DFF_PN0_	0.29
[layout make-up]
type / count / area, um^2 / share of cell area [%]
flip-flops and latches: 9 / 226 / 37.7
repair buffers: 12 / 97.6 / 16.2
well taps: 46 / 57.6 / 9.58
clock buffers: 4 / 26.3 / 4.38
multi-input cells: 22 / 174 / 29.0
inverters: 5 / 18.8 / 3.13
[cells by family (layout without fill, tap and decap cells)]
group           count (synthesis)  in the layout  synth area share [%]
simple gates                   10             10                  11.1
flops                           9              9                  54.4
compound gates                  7              7                  15.0
fa+ha+maj                       5              5                  15.0
buf+inv                         5             21                  4.50
[where the power goes]
part           internal [mW]  switching [mW]
Clock                  0.118          0.0892
Combinational         0.0474          0.0379
Sequential             0.307          0.0193
Total                  0.473           0.146
[critical path: stages (launching register included)]
cell	delay, ns
dfrtp_1	0.37
buf_4	0.13
a211o_1	0.27
a221oi_2	0.17
o211ai_1	0.11
Power figures rest on the tool's default switching activity, not on a simulated workload.
